**design/flow/config.mk**
```make
export PLATFORM = sky130hd
export DESIGN_NAME = adder_subtract
export DESIGN_NICKNAME = adder_subtract
export VERILOG_FILES = /design/flow/design.v
export SDC_FILE = /design/flow/constraint.sdc
export NUM_CORES = 4
export LEC_CHECK = 1
export CORE_AREA = 10 10 70 70
export DIE_AREA = 0 0 80 80
```
**design/flow/constraint.sdc**
```tcl
current_design adder_subtract

set clk_period 3.1
set clk_io_pct 0.2

create_clock -name clk0 -period $clk_period

set non_clock_inputs [all_inputs -no_clocks]
set_input_delay [expr $clk_period * $clk_io_pct] -clock clk0 $non_clock_inputs
set_output_delay [expr $clk_period * $clk_io_pct] -clock clk0 [all_outputs]
```
**design/flow/design.v**
```verilog
module half_adder(input A,input B,output Cout,output Sum);
    and a1(Cout,A,B);
    xor x1(Sum,A,B);
endmodule
module full_adder (input A,input B,input Cin,output Sum,output Cout);
    wire C0,C1,S;
    half_adder h1(A,B,C0,S);
    half_adder h2(Cin,S,C1,Sum);
    or o1(Cout,C0,C1);
endmodule
module adder (input [3:0] A, input [3:0] B, input Cin,output [3:0] S,output Cout);
    wire C1,C2,C3;
    full_adder FA1 (A[0],B[0],Cin,S[0],C1);
    full_adder FA2 (A[1],B[1],C1,S[1],C2);
    full_adder FA3 (A[2],B[2],C2,S[2],C3);
    full_adder FA4 (A[3],B[3],C3,S[3],Cout);
endmodule
module adder_subtract (input [3:0]A, input[3:0]B, input CTR,output [3:0]S, output sign,output c1);
    wire [3:0] x1,x2;
    wire [3:0] temp_sum;
    wire n_c1,c_out;
    xor xor1(x1[0],B[0],CTR);
    xor xor2(x1[1],B[1],CTR);
    xor xor3(x1[2],B[2],CTR);
    xor xor4(x1[3],B[3],CTR);
    adder a1(A,x1,CTR,temp_sum,c1);
    not(n_c1,c1);
    and(sign,n_c1,CTR);
    xor xor5(x2[0],temp_sum[0],sign);
    xor xor6(x2[1],temp_sum[1],sign);
    xor xor7(x2[2],temp_sum[2],sign);
    xor xor8(x2[3],temp_sum[3],sign);
    adder a2(4'b0000,x2,sign,S,cout);
endmodule
```
**design/flow/run.sh**
```bash
#!/bin/bash
# OpenROAD 26Q1-2900-gdf79404cd8, Yosys 0.63+post, stock flow scripts
make -C /OpenROAD-flow-scripts/flow DESIGN_CONFIG=/design/flow/config.mk WORK_HOME=/design/flow/orfs finish
```
==> run notes <==
- finished with violations — status
- setup timing — violated checks
- 0 — number of hold buffers added after CTS
- 1.86 ns — WHS
- 3 — crit-path max FO
- 0 — Seq cells
- 2 — number of iterations in the first detailed-routing pass
- primary output — Crit. End Element
- 22 — count of mapped cells out of synthesis
- 0 — final hold violation count
- 80 um — die height
- 78.2% — Slew headroom
- 1020 um — wire length of the first global-routing pass
- 0 — count of nets left with antenna violations after detail routing
- 6400 sq um — die area
- 0% — sequential cell area fraction in the yosys report
- 0 — antenna violations before repair
- 1.95% — GRT Resource Usage Total
- 3420 sq um — placeable core area
- 0 — maxcap violations
- 27.9% — top area contributor share
- input port to primary output — Hold Crit Class
- 582 um — half-perimeter wire length after placement
- 0 — global route total overflow
- 3.12 ns — data arrival at the endpoint of the critical path
- 4 — Setup Viol. Count Final
- 0 — clock buffers
- sky130_fd_sc_hd__fa_2 — slowest cell on the critical path
- 268 MHz — upper clock frequency limit
- 0.000117 V — maximum vdd ir drop
- 2.24 — via density per instance
- 1 — 1st-iter DRT viols
- 0.161 mW — Power, Total
- 15 — top-level port count
- 15 — number of port buffers
- 73.8% — fraction of layout cells with a size suffix above 1
- 639 um — Final Routed Wirelength
- sky130_fd_sc_hd__fa_1 28%, sky130_fd_sc_hd__xor2_1 20%, sky130_fd_sc_hd__buf_4 14% — cell types occupying the most area after synthesis
- 0 — final max-slew violation count
- buf_6 > mux2_4 > fa_2 > fa_2 > fa_2 > nand2b_4 > buf_12 > nor2_4 > ha_4 > ha_4 > xor2_2 > xnor2_1 > buf_2 — crit path cell chain
- 215 sq um — Netlist Area Pre-Place
- 22 — number of cells in Yosys stat
- 5 x sky130_fd_sc_hd__xor2_1, 4 x sky130_fd_sc_hd__buf_4, 3 x sky130_fd_sc_hd__fa_1, 3 x sky130_fd_sc_hd__xnor2_1, 2 x sky130_fd_sc_hd__ha_1 — top cells by count
- input port — kind of start point of the critical path
- sky130_fd_sc_hd__fa_1 — leading area contributor after synthesis
- 3.74 ns — Final Critical Period
- 6.30% — Init Core Util
- 1 — number of synthesis warnings
- -0.636 ns — final worst-path setup slack
- 395 — Layout fillers
- input port to primary output — start-to-end type of the worst setup path
- 4 — pin count of the biggest net entering global routing
- 2.48 ns — data required time of the critical path
- 215 sq um — YS chip area
- 0.326 ns — measured slew at the worst slew-check pin
- 7.26 um — routed length per placed instance
- 80 um — die x size
- 197 — number of vias in the routed layout
- yes — setup repair after global routing missed its margin
- 0.232 nW — Lkg Pwr
- 0.34 ns — Worst path max stage delay
- 21 — row cnt
- sky130_fd_sc_hd__fa_2 — Worst path most repeated cell
- 159% — area growth from synthesis to layout
- 121% — Final period util
- 10 — Distinct cells, synth
- 288 nW/um^2 — power density over cell area
- 35 — count of tool warnings
- sky130_fd_sc_hd__xor2_1 — most frequently used cell type in the post-synthesis netlist
- 0 — number of diodes
- 0 — DRC viols
- 9.78 sq um — mean area per synthesized cell
- 0 sq um — Flop area
- 215 — number of global-route vias before repair
- 0.727 — routability cong.
cell families (layout without fill, tap and decap cells):
kind of cell  Yosys count  after routing  share of synthesized area, %
mux                     1              1                          5.23
xor+xnor                8              8                          32.6
fa+ha+maj               5              5                          39.5
buf+inv                 6             26                          18.0
simple gates            2              2                          4.65
cells in the final DEF, fill, tap and decap left out, types with 2 or more instances in the layout:
cell type	instances
sky130_fd_sc_hd__buf_4	7
sky130_fd_sc_hd__buf_6	6
sky130_fd_sc_hd__clkdlybuf4s50_1	5
sky130_fd_sc_hd__xor2_1	3
sky130_fd_sc_hd__fa_2	3
sky130_fd_sc_hd__buf_2	3
sky130_fd_sc_hd__xor2_2	2
sky130_fd_sc_hd__ha_4	2
sky130_fd_sc_hd__dlygate4sd2_1	2
path summary, 6_finish.rpt:
check	from	depth (start not counted)	endpoint
setup / recovery	B[0]	13	S[3]
hold / removal	A[0]	6	S[1]
stage by stage:
step / util [%] / worst slack, ns / instance area [sq um] / setup TNS (ns) / cells
2_1_floorplan: - / -0.510 / 297 / -0.980 / 22
3_3_place_gp: 14.4 / -1.40 / 490 / -4.87 / 83
3_5_place_dp: 14.4 / -1.43 / 490 / -4.88 / 83
4_1_cts: 16.0 / -0.806 / 547 / -2.35 / 86
5_1_grt: 16.3 / -0.770 / 558 / -2.05 / 88
6_report: 16.3 / -0.636 / 558 / -1.70 / 88
layout make-up:
type               instances  area [sq um]  area share [%]
well taps                 46          57.6            10.3
multi-input cells         16           269            48.2
inverters                  1          3.75           0.673
repair buffers            25           228            40.8
routing by layer:
metal,up-vias,GRT usage [%],share of wire (%)
met1,82,3.15,60
li1,102,-,-
met3,0,0.682,10
met4,0,0,0
met5,-,0,0
met2,13,2.49,30
timing repair:
action                                 CTS  global route
setup endpoints to repair                5             5
setup buffers                            3             2
resized                                 39             2
endpoints found under the hold margin    0             0
pin swaps                                7             8
where the power goes:
| group | total [mW] | switching, mW | internal [mW] |
|---|---|---|---|
| logic | 0.161 | 0.0535 | 0.107 |
| clock network | 0 | 0 | 0 |
| registers | 0 | 0 | 0 |
critical path, delay by kind of cell:
kind                     cells  cell delay, ns
multiplexers                 1            0.29
adder cells (fa/ha/maj)      5            1.28
buffers and inverters        3            0.35
XOR/XNOR                     2            0.27
AND/OR/NAND/NOR              2            0.31
Power is estimated from default activity; no workload was simulated.
